**flow/config.mk**
```make
export PLATFORM = sky130hd
export DESIGN_NAME = StreamUnit
export DESIGN_NICKNAME = StreamUnit
export VERILOG_FILES = /design/flow/design.v
export SDC_FILE = /design/flow/constraint.sdc
export NUM_CORES = 4
export LEC_CHECK = 1
export CORE_UTILIZATION = 50
export SYNTH_MEMORY_MAX_BITS = 65536
```
**flow/constraint.sdc**
```tcl
current_design StreamUnit

set clk_period 5.2
set clk_io_pct 0.2

create_clock -name clk0 -period $clk_period [get_ports {clk}]

set non_clock_inputs [all_inputs -no_clocks]
set_input_delay [expr $clk_period * $clk_io_pct] -clock clk0 $non_clock_inputs
set_output_delay [expr $clk_period * $clk_io_pct] -clock clk0 [all_outputs]
```
**flow/design.v**
```verilog
`timescale 1ns/1ps 
module StreamUnit (
  input               io_memWrite_valid,
  input      [7:0]    io_memWrite_payload_address,
  input      [31:0]   io_memWrite_payload_data,
  input               io_cmdA_valid,
  output              io_cmdA_ready,
  input      [7:0]    io_cmdA_payload,
  input               io_cmdB_valid,
  output              io_cmdB_ready,
  input      [31:0]   io_cmdB_payload,
  output              io_rsp_valid,
  input               io_rsp_ready,
  output     [31:0]   io_rsp_payload,
  input               clk,
  input               reset
);
  reg        [31:0]   _zz_mem_port1;
  wire                dataStream_valid;
  wire                dataStream_ready;
  wire       [31:0]   dataStream_payload;
  reg                 _zz_dataStream_valid;
  wire                dataStream_isFree;
  wire                _zz_io_cmdB_ready;
  wire                _zz_io_cmdB_ready_1;
  reg [31:0] mem [0:255]   ;
  always @(posedge clk) begin
    if(io_memWrite_valid) begin
      mem[io_memWrite_payload_address] <= io_memWrite_payload_data;
    end
  end
  always @(posedge clk) begin
    if(io_cmdA_ready) begin
      _zz_mem_port1 <= mem[io_cmdA_payload];
    end
  end
  assign dataStream_isFree = ((! dataStream_valid) || dataStream_ready);
  assign io_cmdA_ready = dataStream_isFree;
  assign dataStream_valid = _zz_dataStream_valid;
  assign dataStream_payload = _zz_mem_port1;
  assign _zz_io_cmdB_ready_1 = (_zz_io_cmdB_ready && io_rsp_ready);
  assign _zz_io_cmdB_ready = (dataStream_valid && io_cmdB_valid);
  assign dataStream_ready = _zz_io_cmdB_ready_1;
  assign io_cmdB_ready = _zz_io_cmdB_ready_1;
  assign io_rsp_valid = _zz_io_cmdB_ready;
  assign io_rsp_payload = (dataStream_payload ^ io_cmdB_payload);
  always @(posedge clk or posedge reset) begin
    if(reset) begin
      _zz_dataStream_valid <= 1'b0;
    end else begin
      if(dataStream_ready) begin
        _zz_dataStream_valid <= 1'b0;
      end
      if(io_cmdA_ready) begin
        _zz_dataStream_valid <= io_cmdA_valid;
      end
    end
  end
endmodule
```
**flow/run.sh**
```bash
#!/bin/bash
# OpenROAD 26Q1-2900-gdf79404cd8, Yosys 0.63+post, stock flow scripts
make -C /OpenROAD-flow-scripts/flow DESIGN_CONFIG=/design/flow/config.mk WORK_HOME=/design/flow/orfs finish
```
==> flow_summary_export.csv <==
group,metric,value,unit
run_status,outcome,"completed",
clocking,numCtsBuffers,820,
yosys,synth_cell_types,70,
placement,port_buffers,120,
grt,antenna_found_initial,53,
timing,finalSetupViolCount,0,
grt,grt_max_degree,113,
yosys,yosysTopAreaCell,"edfxtp_1",
timing,finalSetupTns,0,ps
worst_setup_path,worstPathRequired,6200,ps
worst_setup_path,start_kind,"primary input",
yosys,flop_cell,"edfxtp_1",
yosys,synth_area,0.316,mm²
worst_setup_path,path_class,"primary input to flip-flop",
die,die_x,796,µm
worst_setup_path,crit_chain,"buf_16, buf_12, buf_12, buf_4, mux2i_1, o221ai_1, a21oi_1, buf_4, nor3_1, buf_4, nand4_1, buf_4, nor4_1",
drt,wire_per_inst,38.7,µm
yosys,ys.flops,8225,
timing,fin_crit,4420,ps
timing,tightest_slew,1390,ps
worst_setup_path,cpPeakStageDelay,760,ps
yosys,post-synth-top-count-cell,"edfxtp_1",
cells_and_area,nFillCells,44800,
worst_setup_path,cp_slowest_cell,"nor3_1",
worst_setup_path,worstSetupStartpoint,"io_cmdA_payload[0]",
drt,routed_wirelength,975000,µm
worst_setup_path,worst_setup_path_end_kind,"flip-flop",
grt,grt_pass1_wl,1350000,µm
yosys,syn_inst,14700,
timing,slew_headroom,4.60,%
worst_setup_path,crit_family,"buffers and inverters",
yosys,synth_top_area_share,78.3,%
placement,dp_hpwl,617000,µm
worst_hold_path,hold_start,"io_memWrite_payload_data[30]",
clocking,numClockSinks,8225,
grt,grt_use_total,35.0,%
placement,dp.cells,23600,
timing,period_used_share,85.0,%
yosys,synthTopCellsByArea,"edfxtp_1, mux4_2, mux2i_1, o22ai_1, a22oi_1",
yosys,ys_seq_share,78.3,%
cells_and_area,drive_gt1_share,26.0,%
grt,overflow,0,
drt,drt_pass1_iterations,5,
clocking,cts_resized,0,
yosys,ys_chip_area,0.316,mm²
worst_setup_path,crit_buf_inv,7,
pwr,power_density,378,mW/mm²
timing,skew,78.7,ps
timing,rsz0062_at_grt,"false",
die,rows,291,
die,core,0.628,mm²
yosys,yosys-top-cells-count,"edfxtp_1, mux4_2, mux2i_1, nor2_1, clkbuf_1",
drt,vias,158000,
pwr,ir_drop,0.443,mV
worst_setup_path,cpMostUsedCell,"buf_4",
cells_and_area,syn2layout_area_growth,15.0,%
yosys,synthArstFlopShare,0.0122,%
clocking,cts_root_buf,"clkbuf_16",
yosys,ys_cells,14700,
die,die_area,0.634,mm²
clocking,clk_latency,1200,ps
drt,first_iter_violations,11800,
die,io_pins,121,
yosys,avgSynthCellArea,21.4,µm²
clocking,path_clk_slew,60,ps
clocking,clockBufferDepth,4,
clocking,cts_setup_buffers,0,
placement,place.gp.congestion,1.04,
drt,via_per_inst,6.30,
die,fp_util,50.2,%
worst_setup_path,arrival,5420,ps
timing,drv_slew,0,
clocking,cts_tree,"done",
pwr,p_leak,116,nW
clocking,htree_levels,6,
grt,grt_pass1_vias,170000,
yosys,yosysWarnings,1,
worst_setup_path,cp_max_fo,30,
yosys,edf_count,8224,
job,drv_cap,0,
timing,hold_viol,0,
die,die_h,796,µm
worst_setup_path,rr_startpoint,"mem[155][21]",
job,log.warning_count,38,
timing,max_freq,0.226,GHz
drt,ant_nets,0,
worst_hold_path,hold_class,"primary input to flip-flop",
cells_and_area,stdcell_count,25200,
drt,drc,0,
[per-layer routing]
| layer | vias to the layer above | share of wire [%] | GRT usage [%] |
|---|---|---|---|
| met3 | 1962 | 19 | 28.1 |
| li1 | 65400 | - | - |
| met4 | 76 | 6.6 | 16.1 |
| met5 | - | 0.40 | 3.99 |
| met1 | 80300 | 28 | 41.3 |
| met2 | 10800 | 46 | 47.9 |
[cells in the final DEF (no fill, tap or decap), types with 183 or more instances in the layout]
master / n
o22ai_1: 334
nor3_1: 226
nor2_1: 211
clkbuf_1: 183
edfxtp_1: 8224
buf_12: 207
mux2i_1: 1239
buf_4: 1126
nor2_4: 259
a22oi_1: 250
a21oi_1: 201
mux4_2: 1467
clkbuf_16: 827
clkinv_1: 234
[through the flow]
step / hold slack, ps / worst slack (ps) / utilization, % / total power [mW] / cell area (µm²)
final: 250 / 781 / 57.8 / 137 / 363000
after CTS: 197 / 818 / 57.7 / 138 / 363000
after floorplan: 769 / 1300 / - / 77.9 / 316000
after global routing: 245 / 516 / 57.8 / 141 / 363000
after detailed placement: 927 / -454 / 53.7 / 82.1 / 337000
after global placement: 879 / -1020 / 53.7 / 82.0 / 337000
[final timing paths]
check                                  endpoint  slack [ps]  cells past startpoint
min                                 mem[18][30]         250                      1
min reg2reg                _zz_dataStream_valid         910                      2
max in group asynchronous  _zz_dataStream_valid        4560                      3
max                           _zz_mem_port1[22]         780                     13
max reg2reg                   _zz_mem_port1[21]        1410                      8
min in group asynchronous  _zz_dataStream_valid         550                      3
[report_power, final]
part / switching (mW) / internal, mW
Combinational: 4.98 / 2.49
Sequential: 0.174 / 73.1
Clock: 25.1 / 31.4
[worst register-to-register path: stages (launching register included)]
cell and delay (ps):
edfxtp_1 360, mux4_2 480, a22o_1 260, a221oi_1 660, o22ai_1 600, buf_4 330
o32ai_2 550, buf_4 270, nor3_2 40
[kinds of logic (layout without fill, tap and decap cells)]
group / after synthesis / after routing / synth area share (%)
AOI/OAI and AO/OA: 1547 / 1547 / 3.48
DFF: 8225 / 8225 / 78.3
other: 0 / 29 / 0
buffers and inverters: 901 / 2976 / 1.67
xor gates and xnor gates: 32 / 32 / 0.0888
and+or+nand+nor: 1280 / 1280 / 2.00
muxes: 2732 / 2732 / 14.5
[flip-flops by register name (all words and copies together) (netlist names)]
register	cells
_zz_mem_port1	32
_zz_dataStream_valid	1
mem	8192
[final cells by class]
type | count | area (µm²) | area share, %
flip-flops and latches | 8225 | 247000 | 68.0
repair buffers | 1461 | 14100 | 3.88
clock buffers | 1010 | 21400 | 5.89
well taps | 8350 | 10400 | 2.88
inverters | 4 | 30.0 | 0.00827
multi-input cells | 5591 | 65900 | 18.2
diodes | 29 | 72.6 | 0.0200
clock inverters | 501 | 4110 | 1.13
[what timing repair did]
| item | CTS | global route |
|---|---|---|
| endpoints found under the setup margin | 0 | 0 |
| hold buffers | 1 | 0 |
| hold endpoints to repair | 1 | 0 |
No activity file was given, so power comes from the tool's default toggle rates.
