[./design.v]
`timescale 1ns/1ps 
module PixelSolver (
  input               io_cmd_valid,
  output reg          io_cmd_ready,
  input      [27:0]   io_cmd_payload_x,
  input      [27:0]   io_cmd_payload_y,
  output reg          io_rsp_valid,
  input               io_rsp_ready,
  output     [3:0]    io_rsp_payload_iteration,
  input               clk,
  input               reset
);
  wire       [55:0]   _zz_when_PixelSolver_l45;
  wire       [55:0]   _zz_when_PixelSolver_l45_1;
  wire       [35:0]   _zz_x;
  wire       [55:0]   _zz_x_1;
  wire       [55:0]   _zz_x_2;
  wire       [55:0]   _zz_x_3;
  wire       [47:0]   _zz_x_4;
  wire       [36:0]   _zz_y;
  wire       [55:0]   _zz_y_1;
  wire       [55:0]   _zz_y_2;
  wire       [46:0]   _zz_y_3;
  reg        [27:0]   x;
  reg        [27:0]   y;
  reg        [3:0]    iteration;
  wire       [55:0]   xx;
  wire       [55:0]   yy;
  wire       [55:0]   xy;
  wire                when_PixelSolver_l45;
  assign _zz_when_PixelSolver_l45 = ($signed(xx) + $signed(yy));
  assign _zz_when_PixelSolver_l45_1 = 56'h00040000000000;
  assign _zz_x = (_zz_x_1 >>> 20);
  assign _zz_x_1 = ($signed(_zz_x_2) + $signed(_zz_x_3));
  assign _zz_x_2 = ($signed(xx) - $signed(yy));
  assign _zz_x_4 = ({20'd0,io_cmd_payload_x} <<< 20);
  assign _zz_x_3 = {{8{_zz_x_4[47]}}, _zz_x_4};
  assign _zz_y = (_zz_y_1 >>> 19);
  assign _zz_y_1 = ($signed(xy) + $signed(_zz_y_2));
  assign _zz_y_3 = ({19'd0,io_cmd_payload_y} <<< 19);
  assign _zz_y_2 = {{9{_zz_y_3[46]}}, _zz_y_3};
  assign xx = ($signed(x) * $signed(x));
  assign yy = ($signed(y) * $signed(y));
  assign xy = ($signed(x) * $signed(y));
  always @(*) begin
    io_cmd_ready = 1'b0;
    if(io_cmd_valid) begin
      if(!when_PixelSolver_l45) begin
        if(io_rsp_ready) begin
          io_cmd_ready = 1'b1;
        end
      end
    end
  end
  always @(*) begin
    io_rsp_valid = 1'b0;
    if(io_cmd_valid) begin
      if(!when_PixelSolver_l45) begin
        io_rsp_valid = 1'b1;
      end
    end
  end
  assign io_rsp_payload_iteration = iteration;
  assign when_PixelSolver_l45 = (($signed(_zz_when_PixelSolver_l45) < $signed(_zz_when_PixelSolver_l45_1)) && (iteration < 4'b1111));
  always @(posedge clk or posedge reset) begin
    if(reset) begin
      x <= 28'h0;
      y <= 28'h0;
      iteration <= 4'b0000;
    end else begin
      if(io_cmd_valid) begin
        if(when_PixelSolver_l45) begin
          x <= _zz_x[27:0];
          y <= _zz_y[27:0];
          iteration <= (iteration + 4'b0001);
        end else begin
          if(io_rsp_ready) begin
            x <= 28'h0;
            y <= 28'h0;
            iteration <= 4'b0000;
          end
        end
      end
    end
  end
endmodule
[./run.sh]
#!/bin/bash
# OpenROAD 26Q1-2900-gdf79404cd8, Yosys 0.63+post, stock flow scripts
make -C /OpenROAD-flow-scripts/flow DESIGN_CONFIG=/design/flow/config.mk WORK_HOME=/design/flow/orfs finish
[./config.mk]
export PLATFORM = sky130hd
export DESIGN_NAME = PixelSolver
export DESIGN_NICKNAME = PixelSolver
export VERILOG_FILES = /design/flow/design.v
export SDC_FILE = /design/flow/constraint.sdc
export NUM_CORES = 4
export LEC_CHECK = 1
export CORE_UTILIZATION = 40
[./constraint.sdc]
current_design PixelSolver

set clk_period 24.1
set clk_io_pct 0.2

create_clock -name clk0 -period $clk_period [get_ports {clk}]

set non_clock_inputs [all_inputs -no_clocks]
set_input_delay [expr $clk_period * $clk_io_pct] -clock clk0 $non_clock_inputs
set_output_delay [expr $clk_period * $clk_io_pct] -clock clk0 [all_outputs]
==> flow_summary.ini <==
; physical design summary
[global_route]
grt_pass1_wl_mm = 344
grt_pass1_vias = 62100
antenna_found_initial = 1
grt_max_degree = 57
gr-total-overflow = 0
grt_usage = 0.229

[final_timing]
finalCriticalPeriod_ps = 17970
fmax_mhz = 55.7
setup_violations = 0
grt_setup_unrepaired = no
fin_skew_ps = 18.2
period_used_share = 0.746
finalSetupTns_ps = 0
hold_violations = 0
tightest_slew_ps = 1290
slew_headroom = 0.141
holdWs_ps = 596
slew_violations = 0

[detailed_routing]
wl_mm = 212
via_per_inst = 4.92
num_vias = 56000
drc = 0
wl_per_cell_microns = 18.6
drtPass1Iterations = 7
drt_iter0_markers = 2347
ant_nets = 0

[clocking]
clkSlewWorstSetupHoldPaths_ps = 80
insertion_delay_ps = 450
cts_buffers = 9
post_cts.repair.setup_buffers = 0
htreeDepth = 3
hold_buffers = 0
cts_num_sinks = 60
cts_tree = yes
ctsLongestPathBuffers = 2
cts_root_buf = clkbuf_16
cts_resized = 0

[worst_setup_path]
cp-start-kind = register
cp_max_fo = 29
arrival_ps = 13150
worstPathRequired_ps = 19280
slowest_delay_ps = 780
crit_top_cell = fa_1
cp_slowest_cell = fa_1
endpoint_kind = output port
critical_path_class = reg -> out

[yosys]
synth_cell_types = 91
synthCells = 8859
synth-main-ff-cell = dfrtp_1
yosysSeqAreaShare = 0.0181
ys_warn_count = 1
simple_gate_share = 0.113
top_logic_kind = adder cells
async_flop_share = 1.00
syn_avg_cell_area_sq_um = 9.36
synthAoiAreaFrac = 0.0455
syn_area_sq_mm = 0.0829
ys_sh_mux = 0.00804
yosys_area_sq_mm = 0.0829
synth-adder-area-share = 0.657
xor_area_frac = 0.0279
synth-edff-count = 0
ys_ff = 60
yosys_cells = 8859

[floorplanning]
core_sq_mm = 0.205
dieArea_sq_mm = 0.209
rows = 166
die_x_microns = 457
io_pins = 66
fp_util = 0.404
die_h_microns = 457

[job]
warning_count = 68
cap_violations = 0

[finish]
instances_no_fill = 11400
final_core_util = 0.423
regArea_sq_mm = 0.00157
areaGrowthSynthToFinish_pct = 4.59
drive_gt1_frac = 0.0259
fin_area_sq_mm = 0.0867
layout.area.comb_sq_mm = 0.0706
fillCellCount = 19500

[place]
place_congestion = 0.998
placed_cell_area_sq_mm = 0.0864
port_buffers = 65
dp_cells = 11400
hpwl_mm = 177

[hold_path]
hp-class = reg -> reg

[run_status]
status = finished, final reports clean
## cell families after synthesis
group	Yosys count
AOI/OAI and AO/OA	577
xor gates and xnor gates	260
adders and majority gates	2979
buffers and inverters	2874
DFF	60
muxes	66
and+or+nand+nor	2043
## sequential cells by signal, summed over array words and instances, names as in the netlist
signal,cells
x,28
y,28
iteration,4
## worst max-delay path: cells and delay by family (launching register included)
family / cells / cell delay, ps
AOI/OAI and AO/OA: 12 / 2910
xor gates and xnor gates: 1 / 180
adders and majority gates: 10 / 5160
buffers and inverters: 6 / 1610
DFF: 1 / 400
and+or+nand+nor: 11 / 2380
## synth_stat cells (all sizes together), types with 61 or more instances
cell    count  area share
inv      2506        0.11
fa       2288        0.55
nand2    1156       0.052
ha        688        0.10
and2      428       0.032
clkbuf    341       0.015
nor2      205      0.0094
a21oi     180       0.011
xnor2     174       0.019
o21ai     104      0.0063
a21o       88      0.0080
xor2       85      0.0090
mux2i      61      0.0074
## cells in the final DEF (no fill, tap or decap), types with 52 or more instances in the layout
master	count
o21ai_0	96
nand2_1	1155
a21oi_1	180
a21o_1	88
mux2i_1	61
fa_1	2288
dfrtp_2	52
buf_4	114
clkdlybuf4s50_1	65
and2_1	428
ha_1	688
xor2_1	85
inv_1	2501
xnor2_1	173
nor2_1	204
## cell type report
type,count,share of cell area
antenna,2,0.0000577
clock buffer,13,0.00312
clock inverter,2,0.000115
inverter,2515,0.109
multi-input combinational,5925,0.814
sequential,60,0.0181
tap,2688,0.0388
timing repair buffer,179,0.0174
## metal layers
layer	global-route usage	wire [microns]	vias to the layer above
met3	0.0867	19800	227
met4	0.0625	8000	0
met1	0.307	80000	28600
li1	-	-	25200
met2	0.361	104000	1899
met5	0.00207	0	-
## metrics by stage
| stage | setup WS (ps) |
|---|---|
| 2_1_floorplan | 8510 |
| 3_3_place_gp | 6790 |
| 3_5_place_dp | 6690 |
| 4_1_cts | 6150 |
| 5_1_grt | 5300 |
| 6_report | 6130 |
## final timing paths
check	startpoint	endpoint	slack [ps]	depth (start not counted)
setup reg to reg	x[27]$_DFFE_PP0P_	y[7]$_DFFE_PP0P_	9920	42
hold / removal	iteration[1]$_DFFE_PP0P_	iteration[1]$_DFFE_PP0P_	600	2
hold reg to reg	iteration[1]$_DFFE_PP0P_	iteration[1]$_DFFE_PP0P_	600	2
setup / recovery	x[27]$_DFFE_PP0P_	io_cmd_ready	6130	40
min in group asynchronous	reset	iteration[0]$_DFFE_PP0P_	4570	2
max in group asynchronous	reset	y[0]$_DFFE_PP0P_	18050	4
